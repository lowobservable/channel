## ./run.sh

```bash
#!/bin/bash
# OpenROAD 26Q1-2900-gdf79404cd8, Yosys 0.63+post, stock flow scripts
make -C /OpenROAD-flow-scripts/flow DESIGN_CONFIG=/design/flow/config.mk WORK_HOME=/design/flow/orfs finish
```

## ./config.mk

```make
export PLATFORM = sky130hd
export DESIGN_NAME = tee
export DESIGN_NICKNAME = tee
export VERILOG_FILES = /design/flow/design.v
export SDC_FILE = /design/flow/constraint.sdc
export NUM_CORES = 4
export LEC_CHECK = 1
export CORE_AREA = 10 10 84 84
export DIE_AREA = 0 0 94 94
```

## ./constraint.sdc

```tcl
current_design tee

set clk_period 1.0
set clk_io_pct 0.2

create_clock -name clk0 -period $clk_period [get_ports {clk}]

set non_clock_inputs [all_inputs -no_clocks]
set_input_delay [expr $clk_period * $clk_io_pct] -clock clk0 $non_clock_inputs
set_output_delay [expr $clk_period * $clk_io_pct] -clock clk0 [all_outputs]
```

## ./design.v

```verilog
`default_nettype none
module tee (
    input wire clk,
    output reg [7:0] b_bus_in,
    output reg b_bus_in_parity,
    input wire [7:0] b_bus_out,
    input wire b_bus_out_parity,
    input wire b_operational_out,
    output reg b_request_in,
    input wire b_hold_out,
    input wire b_select_out,
    output reg b_select_in,
    input wire b_address_out,
    output reg b_operational_in,
    output reg b_address_in,
    input wire b_command_out,
    output reg b_status_in,
    output reg b_service_in,
    input wire b_service_out,
    input wire b_suppress_out,
    input wire [7:0] a_bus_in,
    input wire a_bus_in_parity,
    output reg [7:0] a_bus_out,
    output reg a_bus_out_parity,
    output reg a_operational_out,
    input wire a_request_in,
    output reg a_hold_out,
    output reg a_select_out,
    input wire a_select_in,
    output reg a_address_out,
    input wire a_operational_in,
    input wire a_address_in,
    output reg a_command_out,
    input wire a_status_in,
    input wire a_service_in,
    output reg a_service_out,
    output reg a_suppress_out,
    input wire [7:0] bus_in,
    input wire bus_in_parity,
    output reg [7:0] bus_out,
    output reg bus_out_parity,
    output reg operational_out,
    input wire request_in,
    output reg hold_out,
    output reg address_out,
    input wire operational_in,
    input wire address_in,
    output reg command_out,
    input wire status_in,
    input wire service_in,
    output reg service_out,
    output reg suppress_out,
    output reg selection_x,
    input wire selection_y
);
    parameter PRIORITY = 1'b1;
    parameter BYPASS = 1'b0;
    always @(posedge clk)
    begin
        b_bus_in <= a_bus_in | bus_in;
        b_bus_in_parity <= a_bus_in_parity | bus_in_parity;
        b_request_in <= a_request_in | request_in;
        b_select_in <= !PRIORITY && !BYPASS ? selection_y : a_select_in;
        b_operational_in <= a_operational_in | operational_in;
        b_address_in <= a_address_in | address_in;
        b_status_in <= a_status_in | status_in;
        b_service_in <= a_service_in | service_in;
        a_bus_out <= b_bus_out;
        a_bus_out_parity <= b_bus_out_parity;
        a_operational_out <= b_operational_out;
        a_hold_out <= b_hold_out;
        a_select_out <= PRIORITY && !BYPASS ? selection_y : b_select_out;
        a_address_out <= b_address_out;
        a_command_out <= b_command_out;
        a_service_out <= b_service_out;
        a_suppress_out <= b_suppress_out;
        bus_out <= b_bus_out;
        bus_out_parity <= b_bus_out_parity;
        operational_out <= b_operational_out;
        hold_out <= b_hold_out;
        address_out <= b_address_out;
        command_out <= b_command_out;
        service_out <= b_service_out;
        suppress_out <= b_suppress_out;
        selection_x <= !BYPASS ? (PRIORITY ? b_select_out : a_select_in) : 1'b0;
    end
endmodule
```

==> impl_metrics.json <==
{
  "antenna_found_initial": 0,
  "clock-sinks": 32,
  "hold_class": "primary input to flop",
  "vdd_drop_max_mv": 0.540,
  "drive_gt1_share_pct": 43.2,
  "critPathCaptureType": "output pin",
  "power_frac_clock_pct": 37.5,
  "drc": 0,
  "yosysCellCount": 61,
  "period_needed_ps": 993,
  "m1WireLength_mm": 1.13,
  "min_to": "bus_out[6]$_DFF_P_",
  "grt_pass1_wl_mm": 4.05,
  "die_h_um": 94,
  "switching_share_pct": 19.0,
  "fin_total_pwr_mw": 2.66,
  "max-cap-violations": 0,
  "yosysWarningCount": 1,
  "worstHoldStart": "b_bus_out[6]",
  "maxUsedRoutingLayer": "met4",
  "grt_usage_pct": 5.87,
  "grt_pass1_vias": 773,
  "vias_per_cell": 3.17,
  "worstPathArrival_ps": 790,
  "synth_flops": 32,
  "htree_levels": 2,
  "fp_util_pct": 16.2,
  "fin_util_pct": 32.7,
  "rsz0062_at_grt": "true",
  "grt-ovfl-total": 0,
  "wl_met3_um": 527,
  "cp_max_fo": 2,
  "layout_top_cells": "clkdlybuf4s50_1 (46), clkbuf_2 (34), dfxtp_2 (21), or2_1 (14)",
  "p_seq_share_pct": 51.7,
  "slew-limit-headroom_pct": 95.6,
  "leakage_nw": 0.724,
  "path_clk_slew_ps": 60,
  "max_freq_mhz": 1010,
  "warning_count": 27,
  "min_path_cells": 1,
  "area_delta_synth_final_pct": 102,
  "met2_length_mm": 1.16,
  "synthCells": 61,
  "hold_viol": 0,
  "p_comb_share_pct": 10.8,
  "placed_cells": 209,
  "wire_per_inst_um": 13.0,
  "num_vias": 690,
  "n_antenna_cell": 0,
  "drv_slew": 0,
  "numPortBuffers": 93,
  "die_x_um": 94,
  "clockBufferDepth": 2,
  "cp.required_ps": 800,
  "synth.cell_area_um2": 841,
  "switching_power_uw": 506,
  "coreArea_um2": 5200,
  "firstDrtPassIters": 2,
  "drtAntennaViolNets": 0,
  "ios": 94,
  "yosysChipArea_um2": 841,
  "grt_max_degree": 10,
  "cts_made_buffers": 5,
  "final-instance-count-excl-fill": 218,
  "tritoncts": "done",
  "dieArea_um2": 8840,
  "wl_mm": 2.84,
  "intPower_mw": 2.16,
  "synth_cell_type_count": 3,
  "powerDensity_nw_per_um2": 1570,
  "synth.avg_cell_area_um2": 13.8,
  "timing.final.crit_share_pct": 99.3,
  "setup-violations-final": 0,
  "layout_top_cell": "clkdlybuf4s50_1",
  "status": "complete, no violations",
  "routabilityCongestion": 0.725,
  "worst-slew-pin-transition_ps": 65.4,
  "rows": 26,
  "clockRootBuffer": "clkbuf_8",
  "start_kind": "flop",
  "worstSetupPathType": "flop to output pin",
  "ys_seq_share_pct": 76.2,
  "first_iter_violations": 2
}
-- Yosys cell counts (all sizes together) --
cell type	number	area, um^2
buf	15	113
dfxtp	32	641
or2	14	87.6
-- state kept, by name, summed over array words and instances (netlist names) --
| signal | count |
|---|---|
| b_request_in | 1 |
| b_bus_in | 8 |
| b_address_in | 1 |
| bus_out_parity | 1 |
| b_service_in | 1 |
| b_status_in | 1 |
| b_operational_in | 1 |
| operational_out | 1 |
| command_out | 1 |
| suppress_out | 1 |
| b_select_in | 1 |
| bus_out | 8 |
| address_out | 1 |
| hold_out | 1 |
| a_select_out | 1 |
| service_out | 1 |
| b_bus_in_parity | 1 |
| selection_x | 1 |
-- layer usage --
layer | vias to the layer above | GRT usage (%)
li1 | 341 | -
met1 | 279 | 6.02
met2 | 67 | 9.16
met3 | 3 | 5.09
met4 | 0 | 0.759
met5 | - | 0
-- stage by stage --
| stage | setup TNS (ps) | setup slack [ps] | area (um^2) | hold slack (ps) |
|---|---|---|---|---|
| global route | -55.1 | -30.7 | 1700 | 337 |
| detailed placement | -37.0 | -18.6 | 1750 | 652 |
| global placement | -35.9 | -17.3 | 1750 | 649 |
| CTS | -103 | -44.7 | 1860 | 346 |
| finish | 0 | 7.36 | 1700 | 358 |
| floorplan | 0 | 420 | 841 | 228 |
-- worst max-delay path: stages, from the launching register on --
cell     delay, ps
dfxtp_2        320
buf_6          100
buf_6          100
-- cell type report --
type,instances,area [um^2]
multi-input cells,14,87.6
repair buffers,94,768
fillers,558,3500
clock buffers,8,90.1
flip-flops and latches,32,667
well taps,70,87.6
-- worst max path at each step --
| stage | from | to | slack, ps | cells past startpoint |
|---|---|---|---|---|
| finish | bus_out[5]$_DFF_P_ | bus_out[5] | 7 | 2 |
| global route | bus_out[5]$_DFF_P_ | bus_out[5] | -30 | 2 |
| CTS | bus_out[0]$_DFF_P_ | a_bus_out[0] | -40 | 1 |
-- kinds of logic after synthesis --
family	synth area share [%]
buf+inv	13.4
simple gates	10.4
flops	76.2
-- power groups by stage --
stage	combinational (mW)	sequential (mW)	clock, mW
6_report	0.289	1.38	0.999
5_1_grt	0.319	1.38	1.13
4_1_cts	0.335	1.37	1.05
-- repair_timing --
| action | CTS | global route |
|---|---|---|
| setup buffers | 1 | 0 |
| hold endpoints to repair | 0 | 0 |
| gates resized | 113 | 42 |
| endpoints found under the setup margin | 47 | 36 |
| hold buffers | 0 | 0 |
No activity file was given, so power comes from the tool's default toggle rates.
