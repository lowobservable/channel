--- ./run.sh ---
#!/bin/bash
# OpenROAD 26Q1-2900-gdf79404cd8, Yosys 0.63+post, stock flow scripts
make -C /OpenROAD-flow-scripts/flow DESIGN_CONFIG=/design/flow/config.mk WORK_HOME=/design/flow/orfs finish
--- ./config.mk ---
export PLATFORM = sky130hd
export DESIGN_NAME = frontend_a
export DESIGN_NICKNAME = frontend_a
export VERILOG_FILES = /design/flow/design.v
export SDC_FILE = /design/flow/constraint.sdc
export NUM_CORES = 4
export LEC_CHECK = 1
export CORE_UTILIZATION = 40
--- ./constraint.sdc ---
current_design frontend_a

set clk_period 1.8
set clk_io_pct 0.2

create_clock -name clk0 -period $clk_period [get_ports {clk}]

set non_clock_inputs [all_inputs -no_clocks]
set_input_delay [expr $clk_period * $clk_io_pct] -clock clk0 $non_clock_inputs
set_output_delay [expr $clk_period * $clk_io_pct] -clock clk0 [all_outputs]
--- ./design.v ---
`default_nettype none
module frontend_a (
    input wire clk,
    input wire reset,
    input wire enable,
    output reg [7:0] b_bus_in,
    output reg b_bus_in_parity,
    input wire [7:0] b_bus_out,
    input wire b_bus_out_parity,
    output reg b_mark_0_in,
    input wire b_mark_0_out,
    input wire b_operational_out,
    output reg b_request_in,
    input wire b_hold_out,
    input wire b_select_out,
    output reg b_select_in,
    input wire b_address_out,
    output reg b_operational_in,
    output reg b_address_in,
    input wire b_command_out,
    output reg b_status_in,
    output reg b_service_in,
    input wire b_service_out,
    input wire b_suppress_out,
    output reg b_data_in,
    input wire b_data_out,
    output reg b_disconnect_in,
    output reg b_metering_in,
    input wire b_metering_out,
    input wire b_clock_out,
    input wire [7:0] a_bus_in_n,
    input wire a_bus_in_parity_n,
    output reg [7:0] a_bus_out,
    output reg a_bus_out_parity,
    input wire a_mark_0_in_n,
    output reg a_mark_0_out,
    output reg a_operational_out,
    input wire a_request_in_n,
    output reg a_hold_out,
    output reg a_select_out,
    input wire a_select_in_n,
    output reg a_address_out,
    input wire a_operational_in_n,
    input wire a_address_in_n,
    output reg a_command_out,
    input wire a_status_in_n,
    input wire a_service_in_n,
    output reg a_service_out,
    output reg a_suppress_out,
    input wire a_data_in_n,
    output reg a_data_out,
    input wire a_disconnect_in_n,
    input wire a_metering_in_n,
    output reg a_metering_out,
    output reg a_clock_out,
    output reg driver_enable
);
    reg [15:0] bus_in_n_d;
    reg [1:0] bus_in_parity_n_d;
    reg [1:0] mark_0_in_n_d;
    reg [1:0] request_in_n_d;
    reg [1:0] select_in_n_d;
    reg [1:0] operational_in_n_d;
    reg [1:0] address_in_n_d;
    reg [1:0] status_in_n_d;
    reg [1:0] service_in_n_d;
    reg [1:0] data_in_n_d;
    reg [1:0] disconnect_in_n_d;
    reg [1:0] metering_in_n_d;
    always @(posedge clk)
    begin
        bus_in_n_d <= { bus_in_n_d[7:0], a_bus_in_n };
        bus_in_parity_n_d <= { bus_in_parity_n_d[0], a_bus_in_parity_n };
        mark_0_in_n_d <= { mark_0_in_n_d[0], a_mark_0_in_n };
        request_in_n_d <= { request_in_n_d[0], a_request_in_n };
        select_in_n_d <= { select_in_n_d[0], a_select_in_n };
        operational_in_n_d <= { operational_in_n_d[0], a_operational_in_n };
        address_in_n_d <= { address_in_n_d[0], a_address_in_n };
        status_in_n_d <= { status_in_n_d[0], a_status_in_n };
        service_in_n_d <= { service_in_n_d[0], a_service_in_n };
        data_in_n_d <= { data_in_n_d[0], a_data_in_n };
        disconnect_in_n_d <= { disconnect_in_n_d[0], a_disconnect_in_n };
        metering_in_n_d <= { metering_in_n_d[0], a_metering_in_n };
        if (reset)
        begin
            bus_in_n_d <= 16'b0;
            bus_in_parity_n_d <= 2'b0;
            mark_0_in_n_d <= 2'b0;
            request_in_n_d <= 2'b0;
            select_in_n_d <= 2'b0;
            operational_in_n_d <= 2'b0;
            address_in_n_d <= 2'b0;
            status_in_n_d <= 2'b0;
            service_in_n_d <= 2'b0;
            data_in_n_d <= 2'b0;
            disconnect_in_n_d <= 2'b0;
            metering_in_n_d <= 2'b0;
        end
    end
    always @(posedge clk)
    begin
        if (enable)
        begin
            b_bus_in <= ~bus_in_n_d[15:8];
            b_bus_in_parity <= ~bus_in_parity_n_d[1];
            b_mark_0_in <= ~mark_0_in_n_d[1];
            b_request_in <= ~request_in_n_d[1];
            b_select_in <= ~select_in_n_d[1];
            b_operational_in <= ~operational_in_n_d[1];
            b_address_in <= ~address_in_n_d[1];
            b_status_in <= ~status_in_n_d[1];
            b_service_in <= ~service_in_n_d[1];
            b_data_in <= ~data_in_n_d[1];
            b_disconnect_in <= ~disconnect_in_n_d[1];
            b_metering_in <= ~metering_in_n_d[1];
        end
        else
        begin
            b_bus_in <= 8'b0;
            b_bus_in_parity <= 1'b0;
            b_mark_0_in <= 1'b0;
            b_request_in <= 1'b0;
            b_select_in <= b_select_out;
            b_operational_in <= 1'b0;
            b_address_in <= 1'b0;
            b_status_in <= 1'b0;
            b_service_in <= 1'b0;
            b_data_in <= 1'b0;
            b_disconnect_in <= 1'b0;
            b_metering_in <= 1'b0;
        end
        if (reset)
        begin
            b_bus_in <= 8'b0;
            b_bus_in_parity <= 1'b0;
            b_mark_0_in <= 1'b0;
            b_request_in <= 1'b0;
            b_select_in <= 1'b0;
            b_operational_in <= 1'b0;
            b_address_in <= 1'b0;
            b_status_in <= 1'b0;
            b_service_in <= 1'b0;
            b_data_in <= 1'b0;
            b_disconnect_in <= 1'b0;
            b_metering_in <= 1'b0;
        end
    end
    always @(posedge clk)
    begin
        if (enable)
        begin
            a_bus_out <= b_bus_out;
            a_bus_out_parity <= b_bus_out_parity;
            a_mark_0_out <= b_mark_0_out;
            a_operational_out <= b_operational_out;
            a_hold_out <= b_hold_out;
            a_select_out <= b_select_out;
            a_address_out <= b_address_out;
            a_command_out <= b_command_out;
            a_service_out <= b_service_out;
            a_suppress_out <= b_suppress_out;
            a_data_out <= b_data_out;
            a_metering_out <= b_metering_out;
            a_clock_out <= b_clock_out;
            driver_enable <= 1'b1;
        end
        else
        begin
            a_bus_out <= 8'b0;
            a_bus_out_parity <= 1'b0;
            a_mark_0_out <= 1'b0;
            a_operational_out <= 1'b0;
            a_hold_out <= 1'b0;
            a_select_out <= 1'b0;
            a_address_out <= 1'b0;
            a_command_out <= 1'b0;
            a_service_out <= 1'b0;
            a_suppress_out <= 1'b0;
            a_data_out <= 1'b0;
            a_metering_out <= 1'b0;
            a_clock_out <= 1'b0;
            driver_enable <= 1'b0;
        end
        if (reset)
        begin
            a_bus_out <= 8'b0;
            a_bus_out_parity <= 1'b0;
            a_mark_0_out <= 1'b0;
            a_operational_out <= 1'b0;
            a_hold_out <= 1'b0;
            a_select_out <= 1'b0;
            a_address_out <= 1'b0;
            a_command_out <= 1'b0;
            a_service_out <= 1'b0;
            a_suppress_out <= 1'b0;
            a_data_out <= 1'b0;
            a_metering_out <= 1'b0;
            a_clock_out <= 1'b0;
            driver_enable <= 1'b0;
        end
    end
endmodule
==> impl_metrics.env <==
# physical design summary
export IMPL_max_freq_mhz=678
export IMPL_dp_hpwl_mm=2.33
export IMPL_wl_per_cell_um=10.0
export IMPL_irDropWorstVdd_uv=694
export IMPL_worst_path_buf_inv=1
export IMPL_first_iter_violations=20
export IMPL_drc=0
export IMPL_r2r_start="select_in_n_d[1]"
export IMPL_hp_start="address_in_n_d[1]"
export IMPL_crit_path_start_kind="flop"
export IMPL_min_path_type="flop to flop"
export IMPL_clk_latency_ns=0.32
export IMPL_relSlewSlack=0.860
export IMPL_cts_sinks=78
export IMPL_p_per_area_nw_per_um2=1040
export IMPL_yosys_area_um2=2130
export IMPL_synth_seq_cells=78
export IMPL_root_buffer="clkbuf_8"
export IMPL_dieArea_um2=5620
export IMPL_synth_distinct_cells=12
export IMPL_final_area_um2=3190
export IMPL_htree_levels=3
export IMPL_p_leak_nw=1.31
export IMPL_clockBufferDepth=2
export IMPL_area_delta_synth_final_pct=50.1
export IMPL_post_cts_buffers=0
export IMPL_seqCellArea_um2=1560
export IMPL_syn_area_um2=2130
export IMPL_fp_dieW_um=74.9
export IMPL_critPathKind="flop to primary output"
export IMPL_crit_path_end_kind="primary output"
export IMPL_rows=26
export IMPL_fin_ws_ns=0.326
export IMPL_holdWs_ns=0.386
export IMPL_fill_cells=442
export IMPL_tns_ns=0
export IMPL_synth_warnings=1
export IMPL_path_clk_slew_ns=0.07
export IMPL_grt_ovfl_total=0
export IMPL_grt_pass1_wl_mm=4.94
export IMPL_grt_pass1_vias=1168
export IMPL_topCellsByArea="dfxtp_1 73%, nor2b_1 10%, and2_4 7.8%"
export IMPL_rsz0062_at_grt="no"
export IMPL_gp_congestion=0.703
export IMPL_ant_nets=0
export IMPL_placed_area_um2=2990
export IMPL_required_ns=1.44
export IMPL_fin_worst_skew_ns=0.00517
export IMPL_critPathArrivalTime_ns=1.11
export IMPL_routed_wl_mm=3.30
export IMPL_layout_drive_gt1_share=0.147
export IMPL_io_pin_count=82
export IMPL_period_minus_slack_ns=1.47
export IMPL_post_route_util=0.625
export IMPL_maxCapViolations=0
export IMPL_hold_viol_final=0
export IMPL_ys_cells=167
export IMPL_cts_buffers=9
export IMPL_ys_seq_frac=0.734
export IMPL_critPathMaxStageDelay_ns=0.46
export IMPL_worstMarginPinSlew_ns=0.211
export IMPL_drt_first_pass_iters=2
export IMPL_port_buffer_count=81
export IMPL_top_area_cell="dfxtp_1"
export IMPL_grt_max_degree=25
export IMPL_yosysTopAreaCellShare=0.734
export IMPL_netlist_instances=167
export IMPL_antennaDiodeCount=0
export IMPL_maxSlewViolCount=0
export IMPL_fin_crit_sh=0.819
export IMPL_coreArea_um2=5110
export IMPL_comb_area_um2=505
export IMPL_crit_slowest_cell="clkdlybuf4s50_1"
export IMPL_cts_resized_gates=0
export IMPL_floorplan_core_util=0.417
export IMPL_syn_avg_cell_area_um2=12.7
export IMPL_antenna_found_initial=0
export IMPL_path_max_fanout=1
export IMPL_status="finished, final reports clean"
export IMPL_groute_usage_overall=0.118
export IMPL_vias=1296
export IMPL_tool_warnings=25
export IMPL_die_y_um=74.9
export IMPL_lay_top_count="clkdlybuf4s50_1"
export IMPL_critPathLaunch="b_mark_0_in"
export IMPL_final_cell_mix="81 x clkdlybuf4s50_1, 78 x dfxtp_1, 35 x nor2b_1"
export IMPL_path_cells="clkdlybuf4s50_1"
export IMPL_path_delay_family="buffers and inverters"
export IMPL_cts_tree="built"
export IMPL_dp_slack_ns=0.310
export IMPL_setup_violations=0
export IMPL_hold_buffers=0
export IMPL_via_per_inst=3.94
[flip-flops by register name, summed over array words and instances (netlist names), 2 cells and up]
signal	flops
operational_in_n_d	2
disconnect_in_n_d	2
b_bus_in	8
service_in_n_d	2
mark_0_in_n_d	2
request_in_n_d	2
a_bus_out	8
data_in_n_d	2
select_in_n_d	2
metering_in_n_d	2
status_in_n_d	2
bus_in_n_d	16
address_in_n_d	2
bus_in_parity_n_d	2
[area by class of cell]
cell class / count / area share
clock buffer: 11 / 0.0443
sequential: 78 / 0.489
timing repair buffer: 84 / 0.261
inverter: 1 / 0.00196
tap: 70 / 0.0274
clock inverter: 5 / 0.0184
multi-input combinational: 80 / 0.158
[routing by layer]
layer / GRT usage / up-vias / wire, um
met3: 0.0339 / 6 / 320
met4: 0.0356 / 0 / 65
met2: 0.185 / 57 / 1460
li1: - / 672 / -
met5: 0 / - / 0
met1: 0.164 / 561 / 1460
[kinds of logic (layout without fill, tap and decap cells)]
group	after synthesis	count (layout)	share of synthesized area
compound gates	1	1	0.00235
buf+inv	9	101	0.0288
flops	78	78	0.734
simple gates	79	79	0.235
[power by group]
group,internal [mW],switching [mW]
Sequential,1.81,0.0190
Clock,0.678,0.569
Combinational,0.194,0.0580
[cell usage after synthesis]
| cell | instances |
|---|---|
| and2b_1 | 3 |
| inv_4 | 1 |
| buf_6 | 3 |
| and2_1 | 1 |
| clkbuf_1 | 3 |
| dfxtp_1 | 78 |
| and2_4 | 19 |
| nand2b_1 | 3 |
| nor2_1 | 18 |
| buf_2 | 2 |
| nor2b_1 | 35 |
| a21oi_1 | 1 |
[through the flow]
step	power, mW	instances
floorplan	1.94	167
global placement	2.12	313
detailed placement	2.12	313
CTS	3.37	329
global route	3.48	329
finish	3.33	329
[worst paths after layout]
| path | slack [ns] | depth (start not counted) | to |
|---|---|---|---|
| max | 0.33 | 1 | b_mark_0_in |
| min | 0.39 | 1 | b_address_in |
| max reg2reg | 1.20 | 2 | b_select_in |
| min reg2reg | 0.39 | 1 | b_address_in |
No activity file was given, so power comes from the tool's default toggle rates.
